[design/flow/design.v]
module DESERIALIZADOR(
    input logic reset,
    input logic clock_100KHz,  
    input bit data_in,
    input logic write_in,
    output logic data_ready,
    output reg[7:0] data_out,
    input  logic ack_in,  
    output logic status_out
);
typedef enum logic [1:0] {
    READING,
    WAITING
} state_des;
state_des EA = READING;
logic [3:0]count;
logic enable_start = 1;
always@(posedge clock_100KHz, posedge reset) begin
        if(reset) begin
            data_out <= 0;
            data_ready <= 0;
            count <= 0;
            EA <= READING;
            enable_start <= 1;
            status_out <= 0;  
        end  
        else begin
            case(EA) 
                READING:begin
                    if(enable_start) begin 
                        enable_start <= 0; status_out <= 1; 
                    end else  
                        if(status_out) begin
                            if(write_in) begin
                                    data_out[count] <= data_in;
                                    count <= count + 1;
                                if(count == 4'd7) begin
                                    data_ready <= 1;
                                    status_out <= 0;
                                    EA <= WAITING;
                                end else begin
                                            status_out <= 1;
                                         end
                        end  
                    end        
                end  
                WAITING:begin   
                    if(ack_in) begin
                        data_out <= 0;
                        data_ready <= 0;
                        count <= 0;
                        EA <= READING;
                        status_out <= 1;
                    end
                end  
            endcase
        end  
end  
endmodule 
module FILA(  
    input logic reset,
    input logic clock_10KHz,    
    input [7:0] data_in,
    input logic enqueue_in,
    input logic dequeue_in,
    output logic[7:0] data_out, 
    output logic[3:0] len_out
);
typedef enum logic [1:0]{
    WAITING,
    ENQUEUE,
    DEQUEUE
} state_queue;
state_queue EA;
logic [7:0] queue [7:0];
logic done_dequeueing, done_queueing;  
logic [2:0] head_ptr;  
logic [2:0] tail_ptr;  
always@(posedge clock_10KHz, posedge reset) begin
    if(reset) begin
        EA <= WAITING;
    end  
    else begin
        case(EA) 
            WAITING:begin
                if(enqueue_in && !done_queueing) begin
                    EA <= ENQUEUE;
                end else if(dequeue_in && !done_dequeueing) begin
                    EA <= DEQUEUE;
                end else begin
                    EA <= WAITING;
                end
            end
            ENQUEUE:begin
                if(done_queueing) begin
                    EA <= WAITING;
                end else begin
                    EA <= ENQUEUE;
                end
            end
            DEQUEUE:begin
                if(done_dequeueing) begin
                    EA <= WAITING;
                end else begin
                    EA <= DEQUEUE;
                end 
            end
        endcase
    end  
end  
always@(posedge clock_10KHz, posedge reset) begin
    if(reset)begin
        head_ptr <= 0;
        tail_ptr <= 0;
        data_out <= 0;
        len_out <= 0;
    end  
    else begin 
        case(EA)
            WAITING:begin
                done_dequeueing <= 0;
                done_queueing <= 0;
            end
            ENQUEUE:begin
                if(!done_queueing && len_out < 8) begin
                        queue[tail_ptr] <= data_in;
                        tail_ptr <= (tail_ptr == 3'd7) ? 0 : tail_ptr + 1;  
                        len_out <= len_out + 1;
                        done_queueing <= 1;
                end
            end
            DEQUEUE:begin
                if(!done_dequeueing) begin
                    if(len_out > 0) 
                        begin 
                            data_out <= queue[head_ptr];
                            queue[head_ptr] <= 0; 
                            head_ptr <= (head_ptr + 1) % 8;
                            len_out <= len_out - 1;
                            done_dequeueing <= 1;
                        end else begin
                            data_out <= 0;  
                            done_dequeueing <= 1;
                        end
                end
            end
        endcase
    end  
end  
endmodule
module TOP(  
    input logic clock_1MHz,  
    input logic rst,
    input logic data_in,
    input logic write_in,
    input logic enqueue_in,
    input logic dequeue_in,
    output logic status_out,
    output logic [7:0] data_out
);
logic [7:0]link_data;
logic link_enable_data;
logic check_ack = 1;
logic [3:0]len_out;
logic [3:0]len_out_prev;
logic clk_100KHz;  
logic clk_10KHz;
DESERIALIZADOR des(
    .reset(rst),
    .clock_100KHz(clk_100KHz),  
    .data_in(data_in),
    .write_in(write_in),
    .data_ready(link_enable_data),
    .data_out(link_data),
    .ack_in(check_ack),  
    .status_out(status_out)
);
FILA queue(
    .reset(rst),
    .clock_10KHz(clk_10KHz),    
    .data_in(link_data),
    .enqueue_in(link_enable_data),
    .data_out(data_out), 
    .dequeue_in(dequeue_in),
    .len_out(len_out)
);
    logic [3:0] count_100KHz = 0;  
    logic [6:0] count_10KHz = 0;   
    always_ff @(posedge clock_1MHz) begin
        if (rst) begin
            count_100KHz <= 0;
            count_10KHz  <= 0;
            clk_100KHz   <= 0;
            clk_10KHz    <= 0;
        end else begin
            if (count_100KHz == 4'd4) begin  
                clk_100KHz <= ~clk_100KHz;  
                count_100KHz <= 0;          
            end else begin
                count_100KHz <= count_100KHz + 1;  
            end
            if (count_10KHz == 7'd49) begin   
                clk_10KHz <= ~clk_10KHz;  
                count_10KHz <= 0;         
            end else begin
                count_10KHz <= count_10KHz + 1;  
            end
        end
    end
    always@(posedge clk_100KHz, posedge rst) begin  
        if(rst) begin
            len_out_prev <= 0;
            check_ack <= 0;
        end else begin
            if (len_out != len_out_prev) begin
                check_ack <= 1;
            end else begin
                check_ack <= 0;
            end
                len_out_prev <= len_out;
        end
    end
endmodule
[design/flow/run.sh]
#!/bin/bash
# OpenROAD 26Q1-2900-gdf79404cd8, Yosys 0.63+post, stock flow scripts
make -C /OpenROAD-flow-scripts/flow DESIGN_CONFIG=/design/flow/config.mk WORK_HOME=/design/flow/orfs finish
[design/flow/config.mk]
export PLATFORM = sky130hd
export DESIGN_NAME = TOP
export DESIGN_NICKNAME = TOP
export VERILOG_FILES = /design/flow/design.v
export SDC_FILE = /design/flow/constraint.sdc
export NUM_CORES = 4
export LEC_CHECK = 1
export CORE_UTILIZATION = 30
[design/flow/constraint.sdc]
current_design TOP

set clk_period 3.4
set clk_io_pct 0.2

create_clock -name clk0 -period $clk_period [get_ports {clock_1MHz}]

set non_clock_inputs [all_inputs -no_clocks]
set_input_delay [expr $clk_period * $clk_io_pct] -clock clk0 $non_clock_inputs
set_output_delay [expr $clk_period * $clk_io_pct] -clock clk0 [all_outputs]
==> metrics.cfg <==
[timing]
relSlewSlack_pct = 41.5
period_utilisation_layout_pct = 48.0
final.setup_skew_ns = 0.00274
finalHoldViolations = 0
fmaxAchievable_ghz = 0.613
worst_slew_pin_slew_ns = 0.875
setup_total_negative_slack_ns = 0
unclocked_pins = 108
untimed_endpoints = 183
final-setup-viol-count = 0
finalCriticalPeriod_ns = 1.63
grt_setup_unrepaired = no
final-max-slew-violation-count = 0
hold-worst-slack_ns = 0.483

[floorplan]
die_height_um = 137
die.size.x_um = 137
design.die.area_um2 = 18700
top_level_ports = 15
floorplanUtilization_pct = 31.1
core_region_area_um2 = 17500
row_count = 48

[routing]
drt_first_iter_violations = 258
first_pass_iters = 4
detailroute.wirelength.met3_um = 584
totalWireLength_um = 9710
routed-via-count = 3316
top_layer_used = met3
ant_nets = 0
diodes = 0
m1WireLength_um = 4780
wl_per_cell_um = 14.4
amount_of_wire_on_met2_after_detailed_routing_um = 4350
via_count_normalized_by_instance_count = 4.93
detail_route.drc_violations = 0

[logic_synthesis]
synthDominantAreaCellType = sky130_fd_sc_hd__edfxtp_1
yosys.stat.chipArea_um2 = 5450
avgSynthCellArea_um2 = 12.3
synth.cells.most_frequent = 66 x sky130_fd_sc_hd__edfxtp_1, 40 x sky130_fd_sc_hd__dfrtp_1, 31 x sky130_fd_sc_hd__nand2_1
post-synth-top-count-cell = sky130_fd_sc_hd__edfxtp_1
top_area_share_pct = 36.4
synth.yosys.num_cells = 443
synth.ff_latch_count = 121
postSynth.asyncResetShare_pct = 34.7
yosys-top-cells-area = sky130_fd_sc_hd__edfxtp_1 36%, sky130_fd_sc_hd__dfrtp_1 18%, sky130_fd_sc_hd__ha_1 5.1%
syn-instance-count = 443
ys_types = 60
synth-warning-count = 4
syn_area_um2 = 5450
edf_count = 66
ys_seq_share_pct = 60.5
ff_type = sky130_fd_sc_hd__edfxtp_1

[power_and_ir_drop]
power_per_cell_area_nw_per_um2 = 72.5
internal-power_uw = 340
p_leak_uw = 0.00204
p_seq_share_pct = 41.3
peakVddDrop_mv = 0.219
share_comb_of_total_power_pct = 8.8
net_switching_power_figure_uw = 86.9
total_power_uw = 427
power.share.switching_pct = 20.4
clock_power_share_pct = 49.9

[worst_hold_path]
hold_path_origin = count_10KHz[0]$_SDFF_PP0_
hold_path.class = reg -> reg

[cts]
cts-buffers-inserted = 3
ctsResizeCount = 0
hold_buffers = 0
cts.htree.levels = 1
ctsLongestPathBuffers = 2
clock_insertion_delay_worst_skew_ns = 0.24
root_buffer = sky130_fd_sc_hd__clkbuf_16
tritoncts_clock_tree = done
path_clk_slew_ns = 0.04
cts.repair_timing.setup_buffer_count = 0

[worst_setup_path]
reg2reg_depth = 5
r2r_setup_slack_ns = 2.07
worst-endpoint-required_ns = 3.52
worst-setup-path-type = in -> reg
cp_capture_point = count_10KHz[2]$_SDFF_PP0_
critical_path_arrival_ns = 1.75
reg2reg_to = count_10KHz[2]$_SDFF_PP0_
crit_path_max_fanout = 9
cp-end-kind = register
crit-reg2reg-launch = count_10KHz[0]$_SDFF_PP0_
worstSetupStartpointType = input pin
cp-startpoint = rst

[run_status]
result_of_the_run = finished clean

[layout]
fillCellCount = 1683
syn_to_final_growth_pct = 8.22
final_layout_size_suffix_gt1_share_pct = 6.70
postLayoutCellArea_um2 = 5890

[global_route]
grt_max_degree = 88
grt.overflow.total = 0
groute.usage.overall_pct = 11.3
grt_pass1_vias = 3140
grt_antenna_before_repair = 0
grt_pass1_wl_um = 16200

[placement]
place_hpwl_um = 6960
place_area_um2 = 5820
globalplace.congestion = 0.864
portBuffers = 13

[job]
stage_log_warnings = 39
drv_cap = 0

## placed cells by master, fill, tap and decap left out, drive strengths merged, types with 3 or more instances in the layout
cell           netlist  layout
a211oi               4       4
a21oi               22      22
a221oi              11      11
a222oi               6       6
a22o                10      10
and2                 3       3
and4                 4       4
buf                 10       8
clkbuf              10       4
clkdlybuf4s50        0      13
dfrtp               40      40
dfxtp               13      13
edfxtp              66      66
ha                  22      22
inv                 25      24
mux2                 6       6
nand2               32      32
nand2b               3       3
nand3               10      10
nand4                3       3
nor2                28      28
nor2b               10      10
nor3                 9       9
nor3b                6       6
nor4                 4       4
o2111ai              3       3
o211ai              11      11
o21a                 5       5
o21ai               19      19
o22ai                5       5
or3                  3       3
xnor2               12      12
xor2                 6       6
## layer usage
metal	global-route usage, %	up-vias
met3	3.14	0
met1	17.4	1574
met5	0	-
li1	-	1652
met2	17.6	90
met4	0.0617	0
## worst min path at each step
stage                                        to  slack (ns)  cells after the start
final                 count_10KHz[0]$_SDFF_PP0_        0.48                      1
after CTS             count_10KHz[0]$_SDFF_PP0_        0.48                      1
after global routing  count_10KHz[0]$_SDFF_PP0_        0.49                      1
## cell type report
| cell class | instances | area (um^2) | area share, % |
|---|---|---|---|
| multi-input cells | 277 | 1950 | 33.1 |
| well taps | 225 | 282 | 4.78 |
| clock buffers | 4 | 78.8 | 1.34 |
| flip-flops and latches | 121 | 3300 | 55.9 |
| repair buffers | 21 | 190 | 3.23 |
| inverters | 25 | 93.8 | 1.59 |
## worst max-delay path, cell delays in order
cell,delay (ns)
sky130_fd_sc_hd__clkdlybuf4s50_1,0.65
sky130_fd_sc_hd__clkinv_1,0.14
sky130_fd_sc_hd__nand2_1,0.20
sky130_fd_sc_hd__nor2_1,0.08
## power by group through the flow
stage | Clock, uW | Combinational [uW] | Sequential [uW]
after CTS | 218 | 39.8 | 176
after global routing | 225 | 44.3 | 177
final | 213 | 37.5 | 176
## per-stage QoR
step | setup slack (ns) | instances | util, %
floorplan | 1.07 | 443 | -
global placement | 1.54 | 669 | 33.2
detailed placement | 1.48 | 669 | 33.2
CTS | 1.73 | 673 | 33.6
global route | 1.63 | 673 | 33.6
finish | 1.77 | 673 | 33.6
## registers in the layout, indices dropped and copies added (netlist names)
register / flops
check_ack: 1
queue.data_out: 8
clk_10KHz: 1
des.data_ready: 1
queue.done_queueing: 1
des.data_out: 8
des.enable_start: 1
clk_100KHz: 1
des.status_out: 1
queue.done_dequeueing: 1
queue.len_out: 4
queue.head_ptr: 3
len_out_prev: 4
queue.EA: 3
count_100KHz: 4
des.EA: 1
des.count: 4
queue.queue: 64
queue.tail_ptr: 3
count_10KHz: 7
## kinds of logic after synthesis
logic type	Yosys count	share of synthesized area, %
buf+inv	45	3.63
flops	121	60.5
mux	8	1.61
compound gates	107	14.0
simple gates	121	11.9
xor+xnor	18	2.89
fa+ha+maj	23	5.42
No activity file was given, so power comes from the tool's default toggle rates.
